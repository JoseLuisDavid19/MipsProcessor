--- design.v ---
module ControlUnit(
    input [5:0] opc,  
    input [5:0] func,  
    output reg isJmp,  
    output reg isBeq,  
    output reg isBne,  
    output reg [1:0] rfWriteDataSel,  
    output reg rfWriteAddrSel,  
    output reg rfWriteEnable,  
    output reg memWrite,  
    output reg memRead,  
    output reg aluSrc,  
    output reg [2:0] aluFunc,  
    output reg bitXtend,  
    output reg invOpcode  
);
always @(*) begin
                    isJmp=1'bx;  
                isBeq=1'bx;  
                isBne=1'bx;  
                rfWriteDataSel=2'bx;  
                rfWriteAddrSel=1'bx;  
                rfWriteEnable=1'bx;  
                memWrite=1'bx;  
                memRead=1'bx; 
                aluSrc=1'bx;  
                aluFunc=3'bx;  
                bitXtend=1'bx;  
    case (opc)
        6'b0:   begin  
                    case(func)
                        6'h20:
                        begin 
                            rfWriteEnable=1'b1;
                            rfWriteAddrSel=1'b1;
                            aluSrc=1'b0;
                            aluFunc=3'b001;
                            rfWriteDataSel=2'b0;
                        end
                        6'h22:
                        begin
                            rfWriteEnable=1'b1;
                            rfWriteAddrSel=1'b1;
                            aluSrc=1'b0;
                            aluFunc=3'b010;
                            rfWriteDataSel=2'b0;
                        end
                        6'h24:
                         begin
                            rfWriteEnable=1'b1;
                            rfWriteAddrSel=1'b1;
                            aluSrc=1'b0;
                            aluFunc=3'b011;
                            rfWriteDataSel=2'b0;
                        end
                        6'h25:
                         begin
                            rfWriteEnable=1'b1;
                            rfWriteAddrSel=1'b1;
                            aluSrc=1'b0;
                            aluFunc=3'b100;
                            rfWriteDataSel=2'b0;
                        end
                         6'h2A:
                         begin
                            rfWriteEnable=1'b1;
                            rfWriteAddrSel=1'b1;
                            aluSrc=1'b0;
                            aluFunc=3'b101;
                            rfWriteDataSel=2'b0;
                        end
                    endcase
                end
        6'h23: begin 
                            rfWriteEnable=1'b1;
                            rfWriteAddrSel=1'b0;
                            aluSrc=1'b1;
                            aluFunc=3'b001;
                            rfWriteDataSel=2'b1;
                            memRead=1'b1;
                 end
        6'h2B: begin 
                            rfWriteAddrSel=1'b0;
                            aluSrc=1'b1;
                            aluFunc=3'b001;
                            rfWriteDataSel=2'b1;
                            memWrite=1'b1;
                 end
        6'h04: begin
                            rfWriteEnable=1'b0;    
                            aluSrc=1'b0;
                            aluFunc=3'b010;
                            bitXtend=1'b0;
                            isBeq=1'b1;
                   end 
        6'h05: begin
                            rfWriteEnable=1'b0;    
                            aluSrc=1'b0;
                            aluFunc=3'b010;
                            bitXtend=1'b0;
                            isBne=1'b1;
                   end              
        6'h02: begin
                            isJmp=1'b1;
                   end        
        default: begin
                end
    endcase
end
endmodule
--- run.sh ---
#!/bin/bash
# OpenROAD 26Q1-2900-gdf79404cd8, Yosys 0.63+post, stock flow scripts
make -C /OpenROAD-flow-scripts/flow DESIGN_CONFIG=/design/flow/config.mk WORK_HOME=/design/flow/orfs finish
--- config.mk ---
export PLATFORM = sky130hd
export DESIGN_NAME = ControlUnit
export DESIGN_NICKNAME = ControlUnit
export VERILOG_FILES = /design/flow/design.v
export SDC_FILE = /design/flow/constraint.sdc
export NUM_CORES = 4
export LEC_CHECK = 1
export CORE_AREA = 10 10 70 70
export DIE_AREA = 0 0 80 80
--- constraint.sdc ---
current_design ControlUnit

set clk_period 1.5
set clk_io_pct 0.2

create_clock -name clk0 -period $clk_period

set non_clock_inputs [all_inputs -no_clocks]
set_input_delay [expr $clk_period * $clk_io_pct] -clock clk0 $non_clock_inputs
set_output_delay [expr $clk_period * $clk_io_pct] -clock clk0 [all_outputs]
==> ci_impl_report.md <==
## Synthesis and layout report

| Metric | Value |
|---|---|
| DR iter-0 viols | `0` |
| Violations in the final reports | `negative setup slack` |
| Yosys cell count | `31` |
| Most area-hungry cell type in the Yosys netlist | `buf_4` |
| Seq/Total Area, Yosys | `0` |
| Fmax | `663.5 MHz` |
| CP endpoint kind | `primary output` |
| Registers | `0` |
| Cell Area, Synth | `214.0 um^2` |
| Unrepaired setup endpoints after global routing | `true` |
| Worst hold path type | `input pin to primary output` |
| DR DRC count | `0` |
| Top-area cell share | `0.3158` |
| Logic pwr share | `1.000` |
| Syn-to-layout area delta | `109.9%` |
| Reg area | `0 um^2` |
| Die area | `6400 um^2` |
| Tool warning count | `34` |
| Syn Inst Count | `31` |
| Crit path DAT | `1210 ps` |
| # rows | `21` |
| NetSw | `24.33 uW` |
| Pins Over Slew Limit | `0` |
| Post-route minimum period | `1507 ps` |
| Distinct cell type count after synthesis | `20` |
| Count leader, synth | `buf_4` |
| Initial Util | `0.06264` |
| Clkbuf count | `0` |
| Tally of max-capacitance violations | `0` |
| Vias in the first global route | `267` |
| Fraction of layout cells with a size suffix above 1 | `0.5769` |
| Syn. warnings | `2` |
| Core Util, Final | `0.1315` |
| FILL cells | `406` |
| Clock power share | `0` |
| Area reported by Yosys stat | `214.0 um^2` |
| Core area | `3416 um^2` |
| Status | `complete, but fails checks` |
| Routed WL | `821 um` |
| Critical path type | `input pin to primary output` |
| Via count | `257` |
| IO buf count | `19` |
| Tcrit/Tclk final | `1.005` |
| Setup tns final | `-7.187 ps` |
| First-pass GRT wire length | `1.200 mm` |
| Antenna-violating nets left | `0` |
| # setup viols final | `1` |
| Total gr overflow | `0` |
| Int Power | `42.99 uW` |
| Switch share | `0.3614` |
| Ranking of synthesized cells by area | `buf_4, o41ai_2, and4bb_2` |
| Sequential Power Share | `0` |
| PwrDens | `149.9 nW/um^2` |
| Crit path max fanout | `4` |
| Synthesized area per cell | `6.902 um^2` |
| Final hold viol count | `0` |
| DR pass1 iterations | `1` |
| CTS hold repair buffers | `0` |
| Via density | `2.622` |
| Crit path DRT | `1200 ps` |
| Max VDD drop | `0.01603 mV` |
| Initial antenna violation count | `0` |
| HPWL Detailed | `731.5 um` |
| Die Height | `80 um` |
| CP Launch Type | `input pin` |
| Largest net degree at the start of global routing | `6` |
| Drt wl/cell | `8.378 um` |
| ANT cells | `0` |
| Static leakage power | `0.2030 nW` |
| Placer Congestion | `0.7159` |
| Worst setup margin | `-7.187 ps` |
| Ports | `27` |
| Die Wd | `80 um` |
| Global Route Usage Sum | `0.02147` |
| Top cells by count | `buf_4, conb_1, nor2_1, o21ai_0` |
## cell type report
cell class | count | area [um^2] | share of cell area
Multi-Input combinational cell | 26 | 202.7 | 0.4513
Timing Repair Buffer | 24 | 178.9 | 0.3983
Tap cell | 46 | 57.56 | 0.1281
Inverter | 2 | 10.01 | 0.02228
## worst max-delay path, cell delays in order
cell      delay, ps
buf_6            90
nand2b_4        120
or3_4           350
inv_4            80
buf_6            90
o41ai_2          60
buf_2           110
## logic make-up (layout without fill, tap and decap cells)
| group | count (synthesis) | after routing | synth area share |
|---|---|---|---|
| and+or+nand+nor | 13 | 13 | 0.4270 |
| buffers and inverters | 11 | 26 | 0.3508 |
| AOI/OAI and AO/OA | 4 | 4 | 0.1462 |
| other | 2 | 8 | 0.03510 |
| xor gates and xnor gates | 1 | 1 | 0.04094 |
## layer usage
layer | up-vias | global-route usage | part of all wire
li1 | 132 | - | -
met1 | 110 | 0.02505 | 0.40
met2 | 15 | 0.03933 | 0.49
met3 | 0 | 0.006818 | 0.10
met4 | 0 | 0 | 0
met5 | - | 0 | 0
## power groups by stage
stage,Sequential (mW),Combinational (mW),Clock (mW)
finish,0,0.0673,0
global route,0,0.0744,0
CTS,0,0.0621,0
## through the flow
| step | total power [mW] | worst slack [ps] | cell area [um^2] | cells | hold slack [ps] |
|---|---|---|---|---|---|
| after floorplan | 0.03107 | 302.5 | 236.5 | 37 | 637.7 |
| after global placement | 0.06918 | -743.5 | 439.2 | 96 | 1680 |
| after detailed placement | 0.07003 | -762.2 | 439.2 | 96 | 1682 |
| after CTS | 0.06215 | -74.06 | 430.4 | 98 | 963.9 |
| after global routing | 0.07442 | -59.77 | 449.2 | 98 | 990.0 |
| final | 0.06732 | -7.187 | 449.2 | 98 | 959.8 |
## layout by cell type, fill, tap and decap left out, types with 2 or more instances in the layout
master           n
buf_2            7
buf_4            5
buf_6            4
clkbuf_2         3
clkdlybuf4s15_1  2
conb_1           8
dlygate4sd2_1    3
nor2_1           2
o21ai_1          2
## timing repair
action / in CTS / in global routing
gates resized: 63 / 8
endpoints found under the setup margin: 7 / 4
pin swaps: 12 / 3
setup buffers: 2 / 0
## final timing paths
path	from	end	slack [ps]	cells past startpoint
setup / recovery	opc[4]	aluFunc[1]	-7	7
hold / removal	func[4]	aluFunc[2]	960	5
No activity file was given, so power comes from the tool's default toggle rates.
